[/design/flow/design.v]
module mux
#(	parameter W=8)
 (	input [W-1:0]data_a,
 	input [W-1:0]data_b,
 	input [W-1:0]data_c,
 	input [1:0]select,
 	output wire [W-1:0]data_o );
assign data_o = select==2'b00 ? data_a : (select==2'b01 ? data_b : data_c);
endmodule
[/design/flow/run.sh]
#!/bin/bash
# OpenROAD 26Q1-2900-gdf79404cd8, Yosys 0.63+post, stock flow scripts
make -C /OpenROAD-flow-scripts/flow DESIGN_CONFIG=/design/flow/config.mk WORK_HOME=/design/flow/orfs finish
[/design/flow/config.mk]
export PLATFORM = sky130hd
export DESIGN_NAME = mux
export DESIGN_NICKNAME = mux
export VERILOG_FILES = /design/flow/design.v
export SDC_FILE = /design/flow/constraint.sdc
export NUM_CORES = 4
export LEC_CHECK = 1
export CORE_AREA = 10 10 70 70
export DIE_AREA = 0 0 80 80
[/design/flow/constraint.sdc]
current_design mux

set clk_period 1.7
set clk_io_pct 0.2

create_clock -name clk0 -period $clk_period

set non_clock_inputs [all_inputs -no_clocks]
set_input_delay [expr $clk_period * $clk_io_pct] -clock clk0 $non_clock_inputs
set_output_delay [expr $clk_period * $clk_io_pct] -clock clk0 [all_outputs]
==> results.yml <==
# generated from flow reports
outcome:
  outcome: "finished clean"
worst_setup_path:
  cp-start-kind: "input pin"
  required_ps: 1360
  cp_slowest_cell: "dlygate4sd2_1"
  critPathBufInv: 4
  critPathLaunch: "select[0]"
  arrival_ps: 1280
  path_class: "in2out"
  cp_common_cell: "buf_12"
  cp_max_fo: 5
  crit_chain: "clkdlybuf4s15_1 -> buf_12 -> buf_12 -> mux2i_1 -> o21ai_1 -> dlygate4sd2_1"
  worst_setup_path_end_kind: "output port"
  cp_top_family: "buffers and inverters"
  crit_cells: 6
  crit_end: "data_o[6]"
  slowest_delay_ps: 250
finish:
  stdcell_area_sq_um: 617
  syn_to_final_growth_pct: 257
  seq_cell_count: 0
  fillers: 382
  fin_util_pct: 18.1
  logic_area_sq_um: 150
  drive_gt1_share_pct: 10.8
  n_clock_buffer: 0
  flop_area_sq_um: 0
timing:
  rsz0062_at_grt: "no"
  fin_setup_tns_ps: 0
  relSlewSlack_pct: 91.1
  period_used_pct: 95.3
  max_clock_freq_ghz: 0.618
  tightest_slew_ps: 129
  hold_viol_final: 0
  setup_viol: 0
  slew_viol_final: 0
  min_period_ps: 1620
detailed_routing:
  ant_nets: 0
  routed_wl_um: 1180
  vias_per_cell: 3.01
  drt_iter0_markers: 4
  first_pass_iters: 4
  insertedDiodeCount: 0
  post_drt_wl_per_cell_um: 10.6
  drc: 0
  vias: 334
yosys:
  synth.area.top_cells: "mux2i_1 46%, o21ai_1 23%, nand2_1 17%"
  ys_seq_share_pct: 0
  yosysWarningCount: 0
  top_cells_by_count: "8 x mux2i_1, 8 x nand2_1, 8 x o21ai_1"
  yosys.area.top_type_share_pct: 46.4
  postSynthCellCount: 26
  ys_chip_area_sq_um: 173
  yosysCellCount: 26
  synth_area_per_cell_sq_um: 6.64
  yosys.area.top_type: "mux2i_1"
  yosysUniqueCellTypes: 4
  syn_area_sq_um: 173
pwr:
  irDropWorstVdd_mv: 0.0227
  total_leakage_power_nw: 0.270
  power_density_nw_per_um2: 210
  power.total_mw: 0.130
global_routing:
  grt_pass1_wl_um: 1640
  antenna_found_initial: 0
  grt_max_degree: 9
  gr-total-overflow: 0
  groute.usage.overall_pct: 3.12
  grt_pass1_vias: 298
floorplanning:
  chip_area_sq_um: 6400
  io_pins: 34
  die_w_um: 80
  rows: 21
  dieHeight_um: 80
  fp.coreArea_sq_um: 3420
  initial_core_util_pct: 5.05
hold_path:
  min_from: "data_a[0]"
  hp-class: "in2out"
cts:
  cts_hold_buf: 0
flow_run:
  max_cap_violations: 0
  tool_warnings: 32
placed_design:
  io_buffers: 34
  gp_congestion: 0.813
  place_area_sq_um: 583
[routing by layer]
layer	part of all wire [%]	up-vias	track usage, %
li1	-	172	-
met4	0	0	0
met1	47	139	4.02
met5	0	-	0
met2	39	23	5.14
met3	14	0	1.14
[repair_timing]
item	CTS	global route
pin swaps	5	1
buffers inserted	1	2
gates resized	13	1
endpoints found under the setup margin	8	1
hold endpoints to repair	0	0
cloned	1	0
[where the power goes]
group	total, mW	switching, mW	internal [mW]
registers	0	0	0
logic	0.130	0.0333	0.0965
clock network	0	0	0
total	0.130	0.0333	0.0965
[worst min-delay path, stage by stage]
cell	delay, ps
dlygate4sd2_1	210
mux2i_1	70
o21ai_1	100
dlygate4sd2_1	200
[layout by cell type (no fill, tap or decap), drive strengths merged]
master and n:
clkdlybuf4s50 23, nand2 8, buf 7, o21ai 8
clkdlybuf4s15 1, dlygate4sd2 10, mux2i 8
[cell type report]
class	instances	area share, %
tap	46	9.33
multi-input combinational	24	24.3
timing repair buffer	41	66.3
[stage by stage]
stage | cells | hold WS (ps) | worst slack [ps]
4_1_cts | 109 | 1290 | 2.97
3_3_place_gp | 107 | 1590 | -325
5_1_grt | 111 | 1340 | 5.21
2_1_floorplan | 26 | 711 | 680
6_report | 111 | 1270 | 80.6
3_5_place_dp | 107 | 1590 | -321
[worst min-delay path by stage]
stage,cells after the start,slack (ps),endpoint
CTS,4,1290,data_o[0]
global route,4,1340,data_o[0]
finish,4,1270,data_o[0]
[cell families (layout without fill, tap and decap cells)]
family                 after synthesis  in the layout  share of synthesized area [%]
AND-OR/OR-AND                        8              8                           23.2
buffers and inverters                2             41                           13.0
multiplexers                         8              8                           46.4
AND/OR/NAND/NOR                      8              8                           17.4
Power is estimated from default activity; no workload was simulated.
